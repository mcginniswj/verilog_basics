`design/flow/config.mk`:
```
export PLATFORM = sky130hd
export DESIGN_NAME = Shift_Register
export DESIGN_NICKNAME = Shift_Register
export VERILOG_FILES = /design/flow/design.v
export SDC_FILE = /design/flow/constraint.sdc
export NUM_CORES = 4
export LEC_CHECK = 1
export CORE_AREA = 10 10 86 86
export DIE_AREA = 0 0 96 96
```
`design/flow/constraint.sdc`:
```
current_design Shift_Register

set clk_period 1.0
set clk_io_pct 0.2

create_clock -name clk0 -period $clk_period [get_ports {clk}]

set non_clock_inputs [all_inputs -no_clocks]
set_input_delay [expr $clk_period * $clk_io_pct] -clock clk0 $non_clock_inputs
set_output_delay [expr $clk_period * $clk_io_pct] -clock clk0 [all_outputs]
```
`design/flow/design.v`:
```
`timescale 1ns / 1ps
module Shift_Register(
    input clk, en, shift_in,
    output shift_out
);
    parameter WIDTH = 32;
    reg [WIDTH-1:0] shreg;
    integer i;
always @(posedge clk)
    begin
    if (en)
        begin
            for (i = 0; i < WIDTH-1; i = i+1)
                shreg[i+1] <= shreg[i];
                shreg[0] <= shift_in;
            end
        end
    assign shift_out = shreg[WIDTH-1];
endmodule
```
`design/flow/run.sh`:
```
#!/bin/bash
# OpenROAD 26Q1-2900-gdf79404cd8, Yosys 0.63+post, stock flow scripts
make -C /OpenROAD-flow-scripts/flow DESIGN_CONFIG=/design/flow/config.mk WORK_HOME=/design/flow/orfs finish
```
==> flow_summary.toml <==
# implementation run metrics
[finish]
syn2layout_area_growth_pct = 22.4
fin_cells = 116
logic_area_um2 = 0
post-route-util = 0.212
largest_reg_flops = 32
flop_area_um2 = 961
drive_above_1_share = 0.159
num-multi-input-gates = 0
fillers = 584
regMostFlops = "shreg"
largestRegisters = "shreg: 32 flops"
fin_area_um2 = 1180

[yosys]
synthXorXnorAreaFrac = 0
syn_inst = 32
ys_sh_adder = 0
ys_sh_aoi = 0
mux_share = 0
syn_area_um2 = 961
postSynthSeqShare = 1.00
simple_gate_share = 0
yosys.area.top_type_share = 1.00
ys_types = 1
top_cells_by_area = "edfxtp_1 100%"
ys_area_um2 = 961
yosysCellCount = 32
top_area_cell = "edfxtp_1"
ys_ff = 32
syn_avg_cell_area_um2 = 30.0
yosys_warnings = 1

[route]
route.detailed.drc = 0
drt_pass1_iterations = 2
drt-total-wl_um = 967
n_antenna_cell = 0
wl_per_cell_um = 8.34
via_per_inst = 2.83
drt_iter0_drc = 7
vias = 328
antenna_left = 0

[pwr]
ir_worst_vdd_mv = 1.39
power_leakage_nw = 0.374
p_total_mw = 2.49
powerDensity_nw_per_um2 = 2120

[floorplanning]
dieArea_um2 = 9220
rows = 27
die_x_um = 96
fp_util = 0.173
die_h_um = 96
pin_count = 4
core-area_um2 = 5540

[critical_path]
reg2reg_depth = 0
arrival_ns = 0.76
r2r_setup_slack_ns = 0.37
path_depth = 1
cp-endpoint = "shift_out"
critPathLaunch = "shreg[31]"
regToRegStartpoint = "shreg[24]"
crit_path_top_delay_cell = "edfxtp_1"
required_ns = 0.80
crit_family = "flip-flops"
r2r_end = "shreg[25]"
crit_fanout = 1
cp-end-kind = "output pin"
timing.critical_path.slowest_cell_delay_ns = 0.36
start_kind = "flip-flop"
criticalPathCategory = "flip-flop to output pin"
worstPathCellList = "buf_2"
path_buffers = 1

[final_timing]
finalSetupViolCount = 0
fin_worst_skew_ns = 0.00223
worst_slew_margin_rel = 0.892
setup-tns-final_ns = 0
setup_slack_ns = 0.0436
hold_viol_final = 0
worst_slew_pin_slew_ns = 0.162
final.min_clock_period_ns = 0.956
min_period_over_period = 0.956
holdWs_ns = 0.417
max_freq_mhz = 1050
maxSlewViolCount = 0
rsz0062_at_grt = "yes"

[outcome]
status = "complete, no violations"

[clock_tree]
cts_root_buffer = "clkbuf_8"
cts_buffers = 5
h-tree-depth = 2
cts_tree = "done"
cts.clk_slew.worst_paths_ns = 0.06
clk_path_buf_depth = 2
hold_buffers = 0
clk_latency_ns = 0.27
cts_num_sinks = 32

[placed_design]
port_buffers = 3
dpl_worst_slack_ns = -0.245
place_inst = 108
hpwl_um = 480
place_area_um2 = 1100
gp_congestion = 0.678

[job]
warnings = 26
drv_cap = 0

[global_routing]
antenna_found_initial = 0
grt.met1_usage = 0.0309
grt_max_degree = 33
grt_use_met3 = 0.0189
top_usage_layer = "met1"
gr-total-overflow = 0
grt_pass1_vias = 323
track_usage = 0.0223
gr-usage-met2 = 0.0247
grt_pass1_wl_um = 1550

[min_path]
worstHoldPathType = "flip-flop to flip-flop"
## power breakdown
part	internal [mW]	switching [mW]	total [mW]
sequential	1.56	0.0195	1.58
clock	0.482	0.382	0.865
combinational	0.0161	0.0247	0.0408
total	2.06	0.427	2.49
## cells in the final DEF, fill, tap and decap left out, drive strengths merged
cell and count:
clkbuf 7, buf 2, clkdlybuf4s50 2, clkinv 1, edfxtp 32
## how the worst min path moves through the flow
stage | cells after the start | from | slack, ns | to
4_1_cts | 0 | shreg[3] | 0.42 | shreg[4]
5_1_grt | 0 | shreg[18] | 0.43 | shreg[19]
6_report | 0 | shreg[12] | 0.42 | shreg[13]
## synth_stat cells
| cell type | count |
|---|---|
| edfxtp_1 | 32 |
## metal layers
layer	up-vias	share of wire
met5	-	0
met4	0	0.023
met3	5	0.11
met2	12	0.36
met1	161	0.51
li1	150	-
## logic make-up after synthesis
kind of cell / Yosys count
flops: 32
## repair_timing
item | in CTS | in global routing
endpoints found under the hold margin | 0 | 0
setup endpoints to repair | 1 | 1
resized | 3 | 0
buffers inserted | 0 | 0
## layout make-up
cell class / instances / share of cell area
Tap cell: 72 / 0.0766
Clock inverter: 1 / 0.00319
Clock buffer: 7 / 0.0649
Timing Repair Buffer: 4 / 0.0383
Sequential cell: 32 / 0.817
Power is estimated from default activity; no workload was simulated.
