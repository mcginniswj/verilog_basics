**flow/design.v**
```verilog
`timescale 1ns / 1ps
module Multiplier_4x4(p, a, b);
    input [3:0] a, b;
    output [7:0] p;
    wire [3:0] sum0, sum1, sum2, sum3, sum4, sum5, sum6;
    wire [3:0] c0, c1, c2, c3, c4, c5, c6;
    Node node0(c0[0], sum0[0], a[0], b[0], 0, 0);
    Node node1(c1[0], sum1[0], a[1], b[0], c0[0], 0);
    Node node2(c2[0], sum2[0], a[2], b[0], c1[0], 0);
    Node node3(c3[0], sum3[0], a[3], b[0], c2[0], 0);
    Node node4(c1[1], sum1[1], a[0], b[1], 0, sum1[0]);
    Node node5(c2[1], sum2[1], a[1], b[1], c1[1], sum2[0]);
    Node node6(c3[1], sum3[1], a[2], b[1], c2[1], sum3[0]);
    Node node7(c4[1], sum4[1], a[3], b[1], c3[1], c3[0]);
    Node node8(c2[2], sum2[2], a[0], b[2], 0, sum2[1]);
    Node node9(c3[2], sum3[2], a[1], b[2], c2[2], sum3[1]);
    Node node10(c4[2], sum4[2], a[2], b[2], c3[2], sum4[1]);
    Node node11(c5[2], sum5[2], a[3], b[2], c4[2], c4[1]);
    Node node12(c3[3], sum3[3], a[0], b[3], 0, sum3[2]);
    Node node13(c4[3], sum4[3], a[1], b[3], c3[3], sum4[2]);
    Node node14(c5[3], sum5[3], a[2], b[3], c4[3], sum5[2]);
    Node node15(c6[3], sum6[3], a[3], b[3], c5[3], c5[2]);
    assign p[0] = sum0[0];
    assign p[1] = sum1[1];
    assign p[2] = sum2[2];
    assign p[3] = sum3[3];
    assign p[4] = sum4[3];
    assign p[5] = sum5[3];
    assign p[6] = sum6[3];
    assign p[7] = c6[3];
endmodule
module full_adder(Cout, S, A, B, Cin);
    input A, B, Cin;
    output Cout, S;
    wire S1, C1, C2;
    xor(S1, A, B);
    and(C1, A, B);
    xor(S, S1, Cin);
    and(C2, S1, Cin);
    or(Cout, C1, C2);
endmodule
module Node(HCout, VCout, A, B, HCin, VCin);
    input A, B, HCin, VCin;
    output HCout, VCout;
    wire W1;
    assign W1 = A&B;
    full_adder fa1(HCout, VCout, W1, VCin, HCin);
endmodule
```
**flow/run.sh**
```bash
#!/bin/bash
# OpenROAD 26Q1-2900-gdf79404cd8, Yosys 0.63+post, stock flow scripts
make -C /OpenROAD-flow-scripts/flow DESIGN_CONFIG=/design/flow/config.mk WORK_HOME=/design/flow/orfs finish
```
**flow/config.mk**
```make
export PLATFORM = sky130hd
export DESIGN_NAME = Multiplier_4x4
export DESIGN_NICKNAME = Multiplier_4x4
export VERILOG_FILES = /design/flow/design.v
export SDC_FILE = /design/flow/constraint.sdc
export NUM_CORES = 4
export LEC_CHECK = 1
export CORE_AREA = 10 10 70 70
export DIE_AREA = 0 0 80 80
```
**flow/constraint.sdc**
```tcl
current_design Multiplier_4x4

set clk_period 4.1
set clk_io_pct 0.2

create_clock -name clk0 -period $clk_period

set non_clock_inputs [all_inputs -no_clocks]
set_input_delay [expr $clk_period * $clk_io_pct] -clock clk0 $non_clock_inputs
set_output_delay [expr $clk_period * $clk_io_pct] -clock clk0 [all_outputs]
```
==> impl_metrics.json <==
{
  "drcViolationCount": 0,
  "total_power_uw": 72.0,
  "diodes": 0,
  "crit_fanout": 2,
  "yosysWarnings": 8,
  "clkbuf_count": 0,
  "ys_cells": 47,
  "post-cts-setup-buffer-count": 0,
  "syn_area_um2": 399,
  "worst-path-buf-inv": 6,
  "design.core.area_um2": 3420,
  "fp.dieW_um": 80,
  "crit_chain": "buf_6 > and2_4 > ha_4 > fa_2 > inv_2 > fa_1 > fa_2 > fa_2 > inv_2 > fa_2 > inv_2 > fa_2 > inv_2 > fa_2 > buf_2",
  "drv_cap": 0,
  "post-place-ws_ns": -1.67,
  "ant_nets": 0,
  "io_buffers": 16,
  "fp-row-count": 21,
  "startpoint_type": "input port",
  "syn_inst": 47,
  "simple_gate_share": 0.219,
  "synth_adder_area_share": 0.527,
  "detail_route.wl_per_cell_um": 8.07,
  "drive_above_1_share": 0.459,
  "hold_depth": 5,
  "yosys.cell_types.count": 6,
  "cp-end-kind": "output port",
  "io_pins": 16,
  "overflow": 0,
  "relSlewSlack": 0.916,
  "cp_num_cells": 15,
  "p_leak_nw": 0.292,
  "grt_max_degree": 5,
  "cpMostUsedCell": "fa_2",
  "cp_slowest_cell": "fa_2",
  "worstPathRequired_ns": 3.28,
  "max_freq_mhz": 200,
  "peakVddDrop_mv": 0.0215,
  "dr.first_iter.drc_count": 2,
  "openroad.warnings": 35,
  "hp-class": "in2out",
  "setup_slack_ns": -0.890,
  "ys_sh_aoi": 0,
  "ys_seq_frac": 0,
  "violations": "negative setup slack",
  "ys_area_um2": 399,
  "via_count": 308,
  "crit_arrival_ns": 4.17,
  "die_h_um": 80,
  "viasPerCell": 2.88,
  "tightest_slew_ns": 0.125,
  "crit_family": "adder cells",
  "dp_hpwl_um": 835,
  "seq_cell_count": 0,
  "die_area_um2": 6400,
  "outcome": "finished with violations",
  "rsz0062_at_grt": "yes",
  "ys_sh_mux": 0,
  "crit_type": "in2out",
  "regArea_um2": 0,
  "place.gp.congestion": 0.789,
  "avgSynthCellArea_um2": 8.49,
  "fin_crit_sh": 1.22,
  "xor_area_frac": 0,
  "wl_um": 863,
  "postLayoutCellArea_um2": 621,
  "fillers": 397,
  "report.final.slew_viol_count": 0,
  "finalHoldViolCount": 0,
  "slowest_delay_ns": 0.55,
  "grt_pass1_wl_um": 1530,
  "antenna_found_initial": 0,
  "grt_pass1_vias": 374,
  "first_pass_iters": 2,
  "p_per_area_nw_per_um2": 116,
  "period_minus_slack_ns": 4.99,
  "finalSetupViolCount": 4,
  "top_logic_kind": "adder cells",
  "placed_area_um2": 632,
  "area_growth_pct": 55.5,
  "initCoreUtil": 0.117,
  "groute.usage.overall": 0.0289
}
## logic make-up (layout without fill, tap and decap cells)
kind of cell / count (synthesis) / count (layout)
simple gates: 16 / 16
fa+ha+maj: 12 / 12
buf+inv: 19 / 33
## worst min-delay path, cell delays in order
cell and delay [ns]:
buf_6 0.08, buf_4 0.10, and2_1 0.15, fa_2 0.20
buf_2 0.10
## area by class of cell
cell class                 instances  area (µm²)  share of cell area
inverter                          11        41.3              0.0665
multi-input combinational         28         333               0.536
tap                               46        57.6              0.0927
timing repair buffer              22         189               0.304
## report_power, final
part	switching [mW]	internal [mW]
registers	0	0
logic	0.0289	0.0431
clock network	0	0
## cell usage after synthesis, drive strengths merged
cell type | instances | area [µm²]
ha | 4 | 50.1
and2 | 11 | 68.8
buf | 8 | 60.1
fa | 8 | 160
nand2 | 5 | 18.8
inv | 11 | 41.3
## worst paths after layout
kind / startpoint / end / slack, ns
max: a[0] / p[6] / -0.89
min: a[1] / p[4] / 2.25
## placed cells by master (no fill, tap or decap)
master,n
and2_1,8
inv_1,7
fa_2,6
clkdlybuf4s50_1,6
buf_4,6
nand2_1,5
inv_2,4
buf_6,4
buf_2,4
and2_4,3
ha_1,3
fa_1,2
ha_4,1
clkdlybuf4s15_1,1
dlygate4sd2_1,1
## metal layers
layer  GRT usage  up-vias  share of wire
li1            -      155              -
met1      0.0278      147           0.37
met2      0.0626        6           0.58
met3     0.00568        0          0.052
met4           0        0              0
met5           0        -              0
## through the flow
stage	hold slack [ns]	util	cells	setup TNS (ns)
finish	2.25	0.182	107	-2.55
global route	2.30	0.182	107	-2.99
CTS	2.26	0.182	107	-2.78
detailed placement	2.74	0.185	107	-6.24
global placement	2.74	0.185	107	-6.15
floorplan	1.82	-	47	-2.03
## repair_timing
item                       4_1_cts  5_1_grt
setup endpoints to repair        5        4
cloned                           0        0
hold buffers                     0        0
gates resized                   38        0
pin swaps                       11        6
