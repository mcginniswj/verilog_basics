**/design/flow/config.mk**
```make
export PLATFORM = sky130hd
export DESIGN_NAME = Subtractor_16bit
export DESIGN_NICKNAME = Subtractor_16bit
export VERILOG_FILES = /design/flow/design.v
export SDC_FILE = /design/flow/constraint.sdc
export NUM_CORES = 4
export LEC_CHECK = 1
export CORE_AREA = 10 10 80 80
export DIE_AREA = 0 0 90 90
```
**/design/flow/constraint.sdc**
```tcl
current_design Subtractor_16bit

set clk_period 11.9
set clk_io_pct 0.2

create_clock -name clk0 -period $clk_period

set non_clock_inputs [all_inputs -no_clocks]
set_input_delay [expr $clk_period * $clk_io_pct] -clock clk0 $non_clock_inputs
set_output_delay [expr $clk_period * $clk_io_pct] -clock clk0 [all_outputs]
```
**/design/flow/design.v**
```verilog
`timescale 1ns / 1ps 
module Subtractor_16bit(
    input [15:0] a,b,
    output [16:0] Dfinal
    );
    wire [15:0] D;
    wire b0,b1,b2,b3,b4,b5,b6,b7,b8,b9,b10,b11,b12,b13,b14,b15;
    half_sub hs1 (.a(a[0]), .b(b[0]), .D(D[0]), .Bout(b0));
    full_sub fs1 (.a(a[1]), .b(b[1]), .Bin(b0), .D(D[1]), .Bout(b1));
    full_sub fs2 (.a(a[2]), .b(b[2]), .Bin(b1), .D(D[2]), .Bout(b2));
    full_sub fs3 (.a(a[3]), .b(b[3]), .Bin(b2), .D(D[3]), .Bout(b3));
    full_sub fs4 (.a(a[4]), .b(b[4]), .Bin(b3), .D(D[4]), .Bout(b4));
    full_sub fs5 (.a(a[5]), .b(b[5]), .Bin(b4), .D(D[5]), .Bout(b5));
    full_sub fs6 (.a(a[6]), .b(b[6]), .Bin(b5), .D(D[6]), .Bout(b6));
    full_sub fs7 (.a(a[7]), .b(b[7]), .Bin(b6), .D(D[7]), .Bout(b7));
    full_sub fs8 (.a(a[8]), .b(b[8]), .Bin(b7), .D(D[8]), .Bout(b8));
    full_sub fs9 (.a(a[9]), .b(b[9]), .Bin(b8), .D(D[9]), .Bout(b9));
    full_sub fs10 (.a(a[10]), .b(b[10]), .Bin(b9), .D(D[10]), .Bout(b10));
    full_sub fs11 (.a(a[11]), .b(b[11]), .Bin(b10), .D(D[11]), .Bout(b11));
    full_sub fs12 (.a(a[12]), .b(b[12]), .Bin(b11), .D(D[12]), .Bout(b12));
    full_sub fs13 (.a(a[13]), .b(b[13]), .Bin(b12), .D(D[13]), .Bout(b13));
    full_sub fs14 (.a(a[14]), .b(b[14]), .Bin(b13), .D(D[14]), .Bout(b14));
    full_sub fs15 (.a(a[15]), .b(b[15]), .Bin(b14), .D(D[15]), .Bout(b15));
    assign Dfinal = {b15, D[15:0]};
endmodule
`timescale  1ns / 1ps
module full_sub (
    input a,b,Bin,
    output D, Bout
);
    wire Dtemp, Btemp1, Btemp2;
    half_sub hs1 (.a(a), .b(b), .D(Dtemp), .Bout(Btemp1));
    half_sub hs2 (.a(Dtemp), .b(Bin), .D(D), .Bout(Btemp2));
    xor x1(Bout, Btemp1, Btemp2);
endmodule
`timescale 1ns / 1ps
module half_sub (
    input a, b,
    output D, Bout
);
    xor x1 (D, a, b);
    and a1 (Bout, ~a, b);
endmodule
```
**/design/flow/run.sh**
```bash
#!/bin/bash
# OpenROAD 26Q1-2900-gdf79404cd8, Yosys 0.63+post, stock flow scripts
make -C /OpenROAD-flow-scripts/flow DESIGN_CONFIG=/design/flow/config.mk WORK_HOME=/design/flow/orfs finish
```
==> notes.md <==
flow finished, numbers: hold path startpoint=b[0], post-DP HPWL=between 1500 and 2000 µm, Via-to-Cell Ratio=2.68, VDD IR max=18.5 µV, Max Clk Rate=85.9 MHz, Mapped Avg Cell Area=8.55 µm², category of the worst setup path launch point=input port, Die Area=0.00810 mm², cell area power density=~46 mW/mm², Tmin final=11.64 ns, number of clock-tree buffers in the layout=0, part of the cycle the worst path needs=0.978, Slowest-stage cell, CP=clkdlybuf4s50_1, initial standard-cell utilization of the core=0.119, Area Growth Syn to Fin=80.5%, Buf/Inv on CP=4, dominant logic cell type in the layout=clkdlybuf4s50_1, vias=roughly 440, yosys cell count=between 60 and 70, seq_cells=0, number of placed cells counting well taps=165, Die Span Y=approximately 90 µm, cell seen most often among critical-path stages=fa_1, number of max-cap violations=0, critical path peak fanout=1, path class of the lowest-slack min-delay path=in2out, WHS Path Cells=4, arrival time worst endpoint=9.26 ns, endpoint type of the worst setup path=primary output, number of optimization iterations in the first detailed-route pass=2, Tightest Pin Transition=0.105 ns, number of distinct library cells after synthesis=4, FP Rows=25, Warnings, synthesis=0, GRT Residual Overflow=0, Storage cell area=0 µm², WS Path Type=in2out, result of the run=complete, no violations, headroom to the max-slew limit=0.930, highest cell delay on the worst timing path=0.45 ns, unrepaired setup endpoints after global routing=no, final tally of setup violations=0, Hold Violations, Final=0, number of cells produced by synthesis=66, pin count of the biggest net entering global routing=2, most used cells in the layout excluding fill and tap cells=49 x clkdlybuf4s50_1, 33 x inv_1, 12 x fa_1, fraction of layout instances using a drive strength above 1=0.0306, Port Buffer Count=49, P_leak=0.000484 µW, Chip Area, Yosys=564 µm², # diodes=0, # IOs=49, critical path, cell by cell=clkdlybuf4s50_1 -> inv_1 -> ha_1 -> fa_1 -> fa_1 -> fa_1 -> fa_1 -> fa_1 -> fa_1 -> fa_1 -> fa_1 -> fa_2 -> fa_1 -> fa_2 -> fa_2 -> fa_1 -> fa_1 -> inv_1 -> fa_1 -> clkdlybuf4s50_1, first-pass GRT wire length=2630 µm, fraction of the yosys area taken by sequential cells=0, horizontal die dimension=90 µm, data required time at the worst endpoint=9.52 ns, number of DRC violations after detailed routing=0, number of DRC violations after detailed-routing iteration 0=1, post-synthesis cell area=564 µm², number of global-route vias before repair=535, Tot GR Track Use=0.0383, Layout Cells excl Fill=165, initial antenna violation count=0, number of warnings in the stage logs=32, routed wire length=approximately 1500 µm, Final Wtd Congestion=0.700, setup tns final=0 ns, total chip power=46.9 µW, Largest delay share family, worst path=adder cells, ANT nets after route=0, Routed wire per std cell=9.07 µm, Post-CTS Repair Setup Buffers=0, end point of the worst hold path=Dfinal[0], Final Slew Violations=0, Core Area=0.00472 mm²
## Yosys cell counts
cell   number  area share
buf_4      17        0.23
fa_1       15        0.53
ha_1        1       0.022
inv_1      33        0.22
## final cells by class
type / count / area [µm²]
fill: 527 / 3700
timing repair buffer: 49 / 490
multi-input combinational: 16 / 320
inverter: 33 / 124
tap: 67 / 83.8
## cell families (layout without fill, tap and decap cells)
| kind of cell | after synthesis | count (layout) | share of synthesized area |
|---|---|---|---|
| adder cells (fa/ha/maj) | 16 | 16 | 0.554 |
| buffers and inverters | 50 | 82 | 0.446 |
## per-layer routing
metal  share of wire  global-route usage
met3            0.26              0.0369
met1            0.42              0.0471
met2            0.32              0.0502
met5               0                   0
met4               0                   0
## timing repair
item,CTS,global route
resized,0,3
hold buffers,0,0
setup endpoints to repair,0,1
## metrics by stage
step | hold WS [ns] | area (µm²) | util | setup slack (ns)
2_1_floorplan | 4.98 | 564 | - | 1.06
3_3_place_gp | 5.77 | 1010 | 0.214 | 0.0638
3_5_place_dp | 5.77 | 1010 | 0.214 | 0.0404
4_1_cts | 5.77 | 1010 | 0.214 | 0.0365
5_1_grt | 5.79 | 1020 | 0.216 | 0.0206
6_report | 5.75 | 1020 | 0.216 | 0.258
## worst max-delay path by stage
| stage | depth (start not counted) | from | end | slack [ns] |
|---|---|---|---|---|
| 6_report | 20 | a[0] | Dfinal[15] | 0.26 |
| 5_1_grt | 20 | a[0] | Dfinal[15] | 0.02 |
| 4_1_cts | 20 | a[0] | Dfinal[15] | 0.04 |
## power breakdown
| group | total (µW) | switching [µW] | leakage (µW) | internal [µW] |
|---|---|---|---|---|
| logic | 46.9 | 13.3 | 0.000484 | 33.7 |
| clock network | 0 | 0 | 0 | 0 |
| registers | 0 | 0 | 0 | 0 |
| total | 46.9 | 13.3 | 0.000484 | 33.7 |
Power figures rest on the tool's default switching activity, not on a simulated workload.
